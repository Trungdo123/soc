===== flow/run.sh =====
#!/bin/bash
# OpenROAD 26Q1-2900-gdf79404cd8, Yosys 0.63+post, stock flow scripts
make -C /OpenROAD-flow-scripts/flow DESIGN_CONFIG=/design/flow/config.mk WORK_HOME=/design/flow/orfs finish

===== flow/config.mk =====
export PLATFORM = sky130hd
export DESIGN_NAME = multiple
export DESIGN_NICKNAME = multiple
export VERILOG_FILES = /design/flow/design.v
export SDC_FILE = /design/flow/constraint.sdc
export NUM_CORES = 4
export LEC_CHECK = 1
export CORE_UTILIZATION = 30

===== flow/constraint.sdc =====
current_design multiple

set clk_period 1.7
set clk_io_pct 0.2

create_clock -name clk0 -period $clk_period [get_ports {iClk}]

set non_clock_inputs [all_inputs -no_clocks]
set_input_delay [expr $clk_period * $clk_io_pct] -clock clk0 $non_clock_inputs
set_output_delay [expr $clk_period * $clk_io_pct] -clock clk0 [all_outputs]

===== flow/design.v =====
module adder(
	input clk,
	input [3:0] control,
	input [31:0]a,
	input [31:0]b,
	input [31:0]c,
	input [31:0]d,
	output reg [1:0] status,
	output reg [31:0] ketqua
);
always@(posedge clk, negedge control[2])
	begin
		if(~control[2])
			begin 
			ketqua<= 32'h0;
			status<= 2'h0;
			end
		else 
			begin
				if (control[3])
					begin
						if(control[1:0]==3'b00)
							begin
							ketqua <= a[3:0]*c[3:0]+b[3:0]*d[3:0];
							status <= 2'b11;
							end
						else if (control[2:0]==3'b01)
								begin
								ketqua <= a[7:0]*c[7:0]+b[7:0]*d[7:0];
								status <= 2'b11;
								end
								else if (control[2:0]==3'b11)
										begin
										status <= 2'b10;
										ketqua <= a[15:0]*c[15:0]+b[15:0]*d[15:0];
										status <= 2'b11;
										end
					end
				else
					begin
					status <= 2'b00;
					ketqua <= 32'h0;
					end
			end
		end
endmodule
module multiple(
 input iClk,
 input iReset_n,
 input iChipSelect_n,
 input iWrite_n,
 input iRead_n,
 input [3:0] iAddress,
 input [31:0] iData,
 output reg [31:0] oData
 );
	reg [31:0]a , b, c, d;
	reg [3:0] control;
	wire [31:0] kt;
	wire [1:0] status;
	always@(posedge iClk, negedge iReset_n)
	begin
		if(~iReset_n)
			begin
			oData <= 32'd0;
			a <= 32'd0;
			b <= 32'd0;
			c <= 32'd0;
			d <= 32'd0;
			control<=4'd0;
			end
		else 		
			begin 
				if( ~iChipSelect_n & ~iWrite_n)
					begin
						case (iAddress)
						4'd0: a[31:0] <= iData[31:0];
						4'd1: b[31:0] <= iData[31:0];
						4'd2: c[31:0] <= iData[31:0];
						4'd3: d[31:0] <= iData[31:0];
						4'd4: control[3:0]<= iData[3:0];
						endcase 
					end
					if (~iChipSelect_n & ~iRead_n)
						 begin
							case (iAddress)
							 4'd0: oData <= a;
							 4'd1: oData <= b;
							 4'd2: oData <= c;
							 4'd3: oData <= d;
							 4'd4: oData[3:0] <= control[3:0];
							 4'd5: oData <= kt;
							 4'd6: oData[1:0] <= status[1:0];
							endcase
						 end
			end
	end
	adder adder1(
	.clk(iClk),
	.control(control),
	.a(a),
	.b(b),
	.c(c),
	.d(d),
	.status(status),
	.ketqua(kt)
	);
	endmodule

==> results.yml <==
# generated from flow reports
outcome:
  outcome: "complete, but fails checks"
  failing_checks: "setup timing"
job:
  maxCapViolations: 0
  warning_count: 31
grt:
  grt_pass1_vias: 25000
  groute.usage.overall_pct: 19.3
  grt_antenna_before_repair: 5
  largest_net_degree_at_the_start_of_global_routing: 40
  grt_first_pass_wirelength_um: 144000
  grt.overflow.total: 0
synth:
  ys_top_cells_by_count: "674 x sky130_fd_sc_hd__inv_1, 512 x sky130_fd_sc_hd__fa_1, 320 x sky130_fd_sc_hd__nand2_1"
  netlist.top_cell.by_area: "sky130_fd_sc_hd__fa_1"
  synth-edff-count: 0
  syn_avg_cell_area_um2: 9.65
  synthArstFlopShare_pct: 100
  syn_inst: 3138
  synth.ff_latch_count: 197
  yosys_cells: 3138
  ys_warn_count: 2
  yosys.stat.chipArea_mm2: 0.0303
  yosysMostFrequentCell: "sky130_fd_sc_hd__inv_1"
  synth-main-ff-cell: "sky130_fd_sc_hd__dfrtp_1"
  netlist_area_mm2: 0.0303
  synthDominantCellAreaShare_pct: 33.9
  top_cells_by_area: "sky130_fd_sc_hd__fa_1 34%, sky130_fd_sc_hd__dfrtp_1 16%, sky130_fd_sc_hd__ha_1 12%, sky130_fd_sc_hd__inv_1 8.4%, sky130_fd_sc_hd__and2_1 6.1%"
  synth.yosys.seq_area_share_pct: 16.3
  ys_types: 64
final_layout:
  final_cell_count_no_fill: 5027
  fin_util_pct: 39.4
  fillers: 9499
  finalInstanceArea_mm2: 0.0394
  multi_input_comb_area_mm2: 0.0235
  area_growth_synth_to_finish_pct: 30.1
  sequential_cell_area_mm2: 0.00498
  final_layout_size_suffix_gt1_share_pct: 27.7
hold_path:
  hold_path_class: "reg2async"
cts:
  worst_skew_pair.late_latency_ns: 0.49
  clock_sinks: 197
  path_clk_slew_ns: 0.10
  ctsRootBufferMaster: "sky130_fd_sc_hd__clkbuf_16"
  clk_path_buf_depth: 2
  cts.htree.levels: 4
  tritoncts_clock_tree: "done"
  number_of_buffers_added_by_the_clock_tree_synthesis_step: 17
final_timing:
  setup_total_negative_slack_ns: -135.98
  final.min_clock_period_ns: 6.78
  drv_slew: 0
  hold-worst-slack_ns: 0.341
  setup_ws_ns: -5.08
  clock-skew-final_ns: 0.0200
  timing.max_slew.rel_slack_pct: 63.3
  finalSetupViolCount: 31
  min_period_over_period_pct: 399
  achievable-frequency_ghz: 0.148
  timing_worst_slew_pin_value_ns: 0.549
  finalHoldViolCount: 0
  unrepaired_setup_endpoints_after_global_routing: "true"
critical_path:
  worst_ep_required_time_ns: 2.12
  worst_ep_arrival_time_ns: 7.20
  criticalPathCategory: "reg2reg"
  critPathMaxFanout: 4
  setup_crit_start_kind: "register"
  cp-end-kind: "register"
detailed_routing:
  drc: 0
  viasPerCell: 4.65
  routed-via-count: 23400
  detail_route.first_pass.iterations: 5
  postRouteAntennaNets: 0
  routed_wirelength_um: 90200
  drt-initial-drc-count: 978
  detail_route.wl_per_cell_um: 17.9
floorplanning:
  full_die_area_mm2: 0.102
  chipHeight_um: 320
  io_pins: 73
  floorplanUtilization_pct: 30.3
  core_mm2: 0.100
  dieWidth_um: 320
  rows: 116
placement:
  place_inst: 4924
  cell_area_placed_mm2: 0.0372
  dp_hpwl_um: 76600
  gp_congestion: 0.962
  number_of_i_o_port_buffers: 72
[worst max-delay path: stages (launching register included)]
cell                       delay [ns]
sky130_fd_sc_hd__dfrtp_2         0.47
sky130_fd_sc_hd__and2_1          0.17
sky130_fd_sc_hd__fa_1            0.50
sky130_fd_sc_hd__fa_1            0.55
sky130_fd_sc_hd__inv_1           0.05
sky130_fd_sc_hd__fa_1            0.53
sky130_fd_sc_hd__fa_1            0.44
sky130_fd_sc_hd__fa_1            0.50
sky130_fd_sc_hd__inv_2           0.04
sky130_fd_sc_hd__fa_1            0.51
sky130_fd_sc_hd__fa_2            0.46
sky130_fd_sc_hd__fa_1            0.54
sky130_fd_sc_hd__ha_4            0.31
sky130_fd_sc_hd__nand4_1         0.08
sky130_fd_sc_hd__or3_4           0.35
sky130_fd_sc_hd__a31oi_4         0.28
sky130_fd_sc_hd__a41oi_4         0.18
sky130_fd_sc_hd__a311oi_4        0.32
sky130_fd_sc_hd__a21oi_1         0.13
sky130_fd_sc_hd__xor2_1          0.17
sky130_fd_sc_hd__o21ai_1         0.11
[sequential cells by signal, indices dropped and copies added (netlist names)]
signal / cells
c: 32
control: 4
adder1.ketqua: 32
a: 32
b: 32
d: 32
oData: 32
adder1.status: 1
[path summary, 6_finish.rpt]
| check | start | endpoint | slack (ns) | cells after the start |
|---|---|---|---|---|
| min in group clk0 | oData[4]$_DFFE_PN0P_ | oData[4]$_DFFE_PN0P_ | 0.49 | 2 |
| worst min register to register | control[2]$_DFFE_PN0P_ | adder1.status[0]$_DFFE_PN0P_ | 0.34 | 2 |
| worst max-delay path | a[7]$_DFFE_PN0P_ | adder1.ketqua[24]$_DFFE_PN0P_ | -5.08 | 20 |
| max in group asynchronous | iReset_n | b[14]$_DFFE_PN0P_ | 0.91 | 3 |
| worst max register to register | a[7]$_DFFE_PN0P_ | adder1.ketqua[24]$_DFFE_PN0P_ | -5.08 | 20 |
| worst min-delay path | control[2]$_DFFE_PN0P_ | adder1.status[0]$_DFFE_PN0P_ | 0.34 | 2 |
[area by class of cell]
| type | count | area share, % |
|---|---|---|
| clock buffers | 17 | 1.08 |
| well taps | 1298 | 4.12 |
| clock inverters | 15 | 0.616 |
| flip-flops and latches | 197 | 12.6 |
| diodes | 2 | 0.0127 |
| inverters | 674 | 6.43 |
| multi-input cells | 2140 | 59.6 |
| repair buffers | 684 | 15.5 |
[layout by cell type, fill, tap and decap left out, types with 11 or more instances in the layout]
cell and n:
sky130_fd_sc_hd__a21o_1 32, sky130_fd_sc_hd__a21oi_1 57, sky130_fd_sc_hd__a22oi_1 59, sky130_fd_sc_hd__and2_1 261, sky130_fd_sc_hd__and2_4 33, sky130_fd_sc_hd__buf_12 50, sky130_fd_sc_hd__buf_4 526, sky130_fd_sc_hd__buf_6 34
sky130_fd_sc_hd__clkbuf_16 17, sky130_fd_sc_hd__clkdlybuf4s50_1 43, sky130_fd_sc_hd__dfrtp_1 159, sky130_fd_sc_hd__dfrtp_2 37, sky130_fd_sc_hd__dlygate4sd2_1 17, sky130_fd_sc_hd__fa_1 484, sky130_fd_sc_hd__fa_2 28, sky130_fd_sc_hd__ha_1 269
sky130_fd_sc_hd__ha_4 27, sky130_fd_sc_hd__inv_1 655, sky130_fd_sc_hd__inv_2 18, sky130_fd_sc_hd__mux2_2 132, sky130_fd_sc_hd__nand2_1 304, sky130_fd_sc_hd__nand2b_1 11, sky130_fd_sc_hd__nand3_1 40, sky130_fd_sc_hd__nor2_1 34
sky130_fd_sc_hd__o21ai_0 32, sky130_fd_sc_hd__o21ai_1 60, sky130_fd_sc_hd__o21bai_1 14, sky130_fd_sc_hd__xnor2_1 45, sky130_fd_sc_hd__xor2_1 22
[through the flow]
stage	setup WS (ns)
floorplan	-4.84
global placement	-5.21
detailed placement	-5.24
CTS	-5.11
global route	-5.28
finish	-5.08
[per-layer routing]
metal	GRT usage, %	up-vias	wire length [um]
li1	-	10900	-
met1	27.6	11600	39500
met2	28.2	734	39500
met3	8.15	120	9250
met4	3.32	6	1960
met5	0	-	36
[repair_timing]
item / CTS / global route
hold buffers: 2 / 0
resized: 191 / 107
buffers inserted: 47 / 21
endpoints found under the hold margin: 26 / 0
gates cloned: 2 / 0
pin swaps: 103 / 68
setup endpoints to repair: 192 / 59
[kinds of logic (layout without fill, tap and decap cells)]
logic type	count (synthesis)	in the layout	synth area share, %
adder cells (fa/ha/maj)	810	810	46.2
AND-OR/OR-AND	358	358	7.70
buffers and inverters	801	1390	9.94
multiplexers	137	137	5.08
XOR/XNOR	76	76	2.20
flip-flops	197	197	16.3
other	0	2	0
AND/OR/NAND/NOR	759	759	12.6
